<file path="/design/flow/constraint.sdc">
current_design convert_hex_to_seven_segment

set clk_period 1.3
set clk_io_pct 0.2

create_clock -name clk0 -period $clk_period

set non_clock_inputs [all_inputs -no_clocks]
set_input_delay [expr $clk_period * $clk_io_pct] -clock clk0 $non_clock_inputs
set_output_delay [expr $clk_period * $clk_io_pct] -clock clk0 [all_outputs]
</file>
<file path="/design/flow/run.sh">
#!/bin/bash
# OpenROAD 26Q1-2900-gdf79404cd8, Yosys 0.63+post, stock flow scripts
make -C /OpenROAD-flow-scripts/flow DESIGN_CONFIG=/design/flow/config.mk WORK_HOME=/design/flow/orfs finish
</file>
<file path="/design/flow/config.mk">
export PLATFORM = sky130hd
export DESIGN_NAME = convert_hex_to_seven_segment
export DESIGN_NICKNAME = convert_hex_to_seven_segment
export VERILOG_FILES = /design/flow/design.v
export SDC_FILE = /design/flow/constraint.sdc
export NUM_CORES = 4
export LEC_CHECK = 1
export CORE_AREA = 10 10 70 70
export DIE_AREA = 0 0 80 80
</file>
<file path="/design/flow/design.v">
`timescale 1ns/100ps
`default_nettype none
module convert_hex_to_seven_segment (
	input logic [3:0] hex_value,
	output logic [6:0] converted_value
);
always_comb begin
	case(hex_value)
		4'h1: converted_value = 7'b1111001;
		4'h2: converted_value = 7'b0100100;
		4'h3: converted_value = 7'b0110000;
		4'h4: converted_value = 7'b0011001;
		4'h5: converted_value = 7'b0010010;
		4'h6: converted_value = 7'b0000010;
		4'h7: converted_value = 7'b1111000;
		4'h8: converted_value = 7'b0000000;
		4'h9: converted_value = 7'b0011000;
		4'ha: converted_value = 7'b0001000;
		4'hb: converted_value = 7'b0000011;
		4'hc: converted_value = 7'b1000110;
		4'hd: converted_value = 7'b0100001;
		4'he: converted_value = 7'b0000110;
		4'hf: converted_value = 7'b0001110;
		4'h0: converted_value = 7'b1000000;
	endcase
end
endmodule
</file>
==> impl_metrics.csv <==
group,metric,value,unit
power,p_total,0.000199,W
min_path,min_to,"converted_value[0]",
place,dp_slack,-1.01,ns
min_path,hold_start,"hex_value[2]",
cells_and_area,finish.instance_area,673,um^2
floorplanning,coreArea,3420,um^2
cells_and_area,seq_cells,0,
floorplanning,row_count,21,
cells_and_area,final_cells,106,
route,first_pass_iters,4,
setup_path,crit_fanout,4,
job,warnings,39,
timing,setup_viol,4,
route,avgRoutedWirePerCell,9.86,um
global_route,grt_pass1_vias,350,
yosys,synth.avg_cell_area,7.51,um^2
floorplanning,die_x,80,um
setup_path,cp_data_arrival_time,1.20,ns
outcome,violations,"setup timing",
cells_and_area,syn2layout_area_growth,164,%
timing,hold_viol,0,
route,drt_wl_total,1.05,mm
place,dp_cells,98,
global_route,grt.total_usage,3.12,%
setup_path,path_class,"primary input to primary output",
timing,setup_ws,-0.165,ns
yosys,syn_area,255,um^2
power,p_sw_share,41.0,%
timing,fin_crit_sh,113,%
timing,worst-slew-pin-transition,0.153,ns
cells_and_area,flop_area,0,um^2
clock_network,cts_hold_buf,0,
yosys,yosysCellCount,34,
floorplanning,die_h,80,um
power,switchingPower,0.0000814,W
cells_and_area,clkbuf_count,0,
route,drtIter0Drc,8,
floorplanning,ios,11,
route,vias_per_cell,3.19,
route,num_antenna_cells,0,
job,drv_cap,0,
yosys,syn_inst,34,
setup_path,start_kind,"primary input",
yosys,synth.distinct_cells,19,
timing,period_minus_slack,1.46,ns
floorplanning,die-area,6400,um^2
place,placed_area,475,um^2
min_path,hold_path.class,"primary input to primary output",
route,drc,0,
cells_and_area,drive_gt1_share,73.3,%
power,p_seq_share,0,%
global_route,grt_pass1_wl,1.66,mm
global_route,antenna_found_initial,0,
place,port_buffers,11,
yosys,ys_seq_share,0,%
yosys,yosys_warnings,1,
place,hpwl,719,um
yosys,ys_chip_area,255,um^2
global_route,grt-ovfl-total,0,
power,leakage,0.293,nW
route,vias,338,
outcome,outcome,"finished with violations",
timing,slew_headroom,89.5,%
setup_path,cp-end-kind,"primary output",
power,combPwrFrac,100.0,%
global_route,grt_max_degree,7,
power,intPower,0.000117,W
timing,max_freq,683,MHz
power,max-vdd-ir-drop,0.0416,mV
route,ant_nets,0,
floorplanning,initial_core_util,7.47,%
timing,slew_violations,0,
place,gp_congestion,0.713,
power,clock_power_share,0,%
setup_path,cp_data_required_time,1.04,ns
power,cellPowerDensity,295,nW/um^2
min_path,whs_path_depth,4,
timing,rsz0062_at_grt,"yes",
[stage by stage]
stage          hold slack (ns)  TNS [ns]  util (%)
2_1_floorplan            0.620         0         -
3_3_place_gp              1.57     -6.14      13.9
4_1_cts                  0.968    -0.505      18.4
6_report                 0.945    -0.361      19.7
5_1_grt                  0.964    -0.549      19.7
3_5_place_dp              1.57     -6.21      13.9
[cells by family (layout without fill, tap and decap cells)]
kind of cell | Yosys count | in the layout | synth area share [%]
AND/OR/NAND/NOR | 10 | 10 | 21.1
adder cells (fa/ha/maj) | 6 | 6 | 29.4
multiplexers | 4 | 4 | 16.2
AND-OR/OR-AND | 9 | 9 | 23.0
buffers and inverters | 5 | 31 | 10.3
[cell usage after synthesis]
| cell | n | area [um^2] |
|---|---|---|
| a32o_1 | 1 | 10.0 |
| nand3_1 | 1 | 5.00 |
| o21ai_0 | 3 | 15.0 |
| o21ai_1 | 1 | 5.00 |
| mux2i_1 | 3 | 30.0 |
| ha_1 | 6 | 75.1 |
| or3b_1 | 1 | 8.76 |
| a21oi_1 | 1 | 5.00 |
| nor2b_1 | 1 | 6.26 |
| mux2_2 | 1 | 11.3 |
| nor2_1 | 3 | 11.3 |
| nor2_2 | 1 | 6.26 |
| nand2_1 | 1 | 3.75 |
| nand2b_1 | 2 | 12.5 |
| inv_1 | 3 | 11.3 |
| buf_6 | 1 | 11.3 |
| a22o_1 | 2 | 17.5 |
| clkbuf_1 | 1 | 3.75 |
| o22ai_1 | 1 | 6.26 |
[cell type report]
type	count	area (um^2)
tap	46	57.6
multi-input combinational	29	338
inverter	3	26.3
fill	366	2740
timing repair buffer	28	251
[power by group through the flow]
stage / registers, W / clock network [W] / logic (W)
after global routing: 0 / 0 / 0.000219
after CTS: 0 / 0 / 0.000177
final: 0 / 0 / 0.000199
[metal layers]
layer / track usage [%] / part of all wire, %
met1: 3.96 / 45
met2: 5.94 / 54
met3: 0.114 / 0.86
met4: 0 / 0
met5: 0 / 0
[worst max-delay path: stages]
cell	delay, ns
buf_8	0.11
inv_8	0.06
buf_6	0.09
ha_4	0.12
nor2_2	0.03
or3b_1	0.34
o21ai_1	0.08
buf_2	0.11
[worst max-delay path by stage]
stage                   startpoint                  to  slack [ns]  cells after the start
final                 hex_value[1]  converted_value[0]       -0.16                      8
after global routing  hex_value[1]  converted_value[0]       -0.21                      8
after CTS             hex_value[1]  converted_value[0]       -0.16                      8
[repair_timing]
item                                   CTS  global route
endpoints found under the hold margin    0             0
setup endpoints to repair                7             7
pin swaps                                5             5
resized                                 71            14
setup buffers                            6             3
cloned                                   0             0
[placed cells by master (no fill, tap or decap), drive strengths merged]
cell type  netlist  routed
o21ai            4       4
mux2i            3       3
mux2             1       1
inv              3       3
nand2b           2       2
a22o             2       2
ha               6       6
nand3            1       1
buf              1      26
nor2             4       4
nor2b            1       1
or3b             1       1
clkbuf           1       2
nand2            1       1
o22ai            1       1
a21oi            1       1
a32o             1       1
Power figures rest on the tool's default switching activity, not on a simulated workload.
